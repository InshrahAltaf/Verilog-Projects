`config.mk`:
```
export PLATFORM = sky130hd
export DESIGN_NAME = applications
export DESIGN_NICKNAME = applications
export VERILOG_FILES = /design/flow/design.v
export SDC_FILE = /design/flow/constraint.sdc
export NUM_CORES = 4
export LEC_CHECK = 1
export CORE_AREA = 10 10 74 74
export DIE_AREA = 0 0 84 84
```
`constraint.sdc`:
```
current_design applications

set clk_period 5.3
set clk_io_pct 0.2

create_clock -name clk0 -period $clk_period

set non_clock_inputs [all_inputs -no_clocks]
set_input_delay [expr $clk_period * $clk_io_pct] -clock clk0 $non_clock_inputs
set_output_delay [expr $clk_period * $clk_io_pct] -clock clk0 [all_outputs]
```
`design.v`:
```
module applications(failed, passed, scholarship, sect1_grade, sect2_grade, sect3_grade, sect4_grade);
  output wire failed, passed, scholarship;
  input wire [7:0] sect1_grade, sect2_grade, sect3_grade, sect4_grade;
  reg temp_failed;
  reg temp_passed;
  reg temp_scholarship;
  always@(*)
    begin
      if (sect1_grade + sect2_grade + sect3_grade + sect4_grade >= 100 && sect1_grade + sect2_grade + sect3_grade + sect4_grade < 200) 
        begin
          temp_failed = 0;
          temp_passed = 1;
          temp_scholarship = 0;
        end
      else 
        if (sect1_grade + sect2_grade + sect3_grade + sect4_grade >= 200)
          begin
          temp_failed = 0;
          temp_passed = 1;
          temp_scholarship = 1;
          end
      else
        begin
          temp_failed = 1;
          temp_passed = 0;
          temp_scholarship = 0;
        end
    end
      assign failed = temp_failed;
      assign passed = temp_passed;
      assign scholarship = temp_scholarship;
endmodule
```
`run.sh`:
```
#!/bin/bash
# OpenROAD 26Q1-2900-gdf79404cd8, Yosys 0.63+post, stock flow scripts
make -C /OpenROAD-flow-scripts/flow DESIGN_CONFIG=/design/flow/config.mk WORK_HOME=/design/flow/orfs finish
```
==> reports/results.md <==
| Group | Item | This run |
|---|---|---|
| floorplanning | DIE WIDTH | 84 um |
| final timing | Setup tns final | 0 ps |
| worst hold path | Worst-case hold path end point | failed |
| synthesis | Count of instantiated cells in the yosys netlist | 86 |
| synthesis | Cells taking the most area after synthesis | sky130_fd_sc_hd__fa_1 (42%), sky130_fd_sc_hd__ha_1 (15%), sky130_fd_sc_hd__inv_1 (13%) |
| worst hold path | Cell count of the worst hold path | 8 |
| synthesis | Yosys stat area | 769 um^2 |
| flow run | Total number of warnings across the stage logs | 35 |
| global route | Grt ovf | 0 |
| synthesis | Cell Area, Synth | 769 um^2 |
| final layout | Non-filler instance count after layout | 187 |
| drt | Vias post-DR | 754 |
| floorplanning | Number of top-level design ports | 35 |
| power and ir drop | Ratio of total power to cell area | 294 nW/um^2 |
| final layout | Share of post-route cells with drive strength above 1 | 34.3% |
| final timing | Max_slew headroom | 82.7% |
| final timing | Actual slew at the worst max-slew pin | 259 ps |
| final timing | Setup ws final | 109 ps |
| final layout | Seq Cell Count | 0 |
| drt | Vias per inst | 4.03 |
| placed design | DP HPWL | 1.60 mm |
| critical path | Critical path capture point type | primary output |
| final timing | Worst-case hold slack | 3280 ps |
| synthesis | Mean cell area of the mapped netlist | 8.95 um^2 |
| floorplanning | Die footprint | 7060 um^2 |
| critical path | Biggest fanout along the worst timing path | 2 |
| synthesis | Area share of the largest cell type after synthesis | 41.6% |
| global route | Pin count of the biggest net entering global routing | 7 |
| placed design | Dpl cell area | 1250 um^2 |
| final layout | Area of the multi-input gates | 818 um^2 |
| critical path | Worst path required time | 4240 ps |
| final timing | Portion of the clock cycle consumed by the worst path in the final layout | 97.9% |
| final layout | Syn-to-layout area delta | 90.1% |
| global route | Number of global-route vias before repair | 858 |
| final layout | Post-Layout Inst Area | 1460 um^2 |
| drt | Detailed-route DRC error count | 0 |
| final layout | Clock buffer instance count of the final layout | 0 |
| floorplanning | Initial core utilization | 19.4% |
| placed design | Minimum setup slack after placement | -312 ps |
| floorplanning | Vert. Die Dim | 84 um |
| placed design | Placer's final routability congestion estimate | 0.768 |
| floorplanning | Core ar. | 3970 um^2 |
| drt | DRT Pass-1 Iters | 4 |
| run status | Result of the run | finished, final reports clean |
| worst hold path | Worst Min Path Start | sect3_grade[7] |
| drt | Aggregate routed wire length | 2.02 mm |
| final timing | Number of failing setup endpoints in the final timing report | 0 |
| placed design | IO Port Bufs | 35 |
| global route | Total global routing track utilization | 5.68% |
| power and ir drop | Leakage power figure | 0.000667 uW |
| synthesis | Most numerous cell in the Yosys netlist | sky130_fd_sc_hd__inv_1 |
| drt | Antenna-violating nets left | 0 |
| power and ir drop | Highest ir drop seen on vdd | 0.0856 mV |
| drt | Iteration-0 DRC count of the detailed router | 17 |
| drt | Routed wirelength normalized by instance count | 10.8 um |
| critical path | Nature of the critical path startpoint | input pin |
| floorplanning | Number of core rows | 23 |
| final timing | Unrepaired setup endpoints after global routing | true |
| synthesis | Post-synthesis instance total | 86 |
| worst hold path | Worst hold path type | input pin to primary output |
| final timing | Total count of max-transition violations in the final report | 0 |
| placed design | Post-Place Cells | 180 |
| global route | Antenna violations before repair | 0 |
| flow run | Max cap viols | 0 |
| critical path | Kind of critical path | input pin to primary output |
| final timing | Minimum clock period | 5190 ps |
| final layout | Reg area | 0 um^2 |
| synthesis | Cell type with the largest total area | sky130_fd_sc_hd__fa_1 |
| global route | Wire length of the first global-routing pass | 3.56 mm |
| synthesis | Number of unique standard cell types used by synthesis | 23 |
| clock network | CTS hold repair buffers | 0 |
| synthesis | Synthesis warning total | 1 |
| critical path | Arrival time of data at the critical path endpoint | 4130 ps |
| final timing | Final Hold Fails | 0 |
| synthesis | Cell types with the highest counts after synthesis | sky130_fd_sc_hd__inv_1 (27), sky130_fd_sc_hd__fa_1 (16), sky130_fd_sc_hd__ha_1 (9) |
| synthesis | Seq share, synth | 0% |
| drt | Diode count | 0 |
| final timing | Achievable frequency | 193 MHz |
| final layout | Total of fill cells in the finished design | 391 |
==> placed cells by master, fill, tap and decap left out, types with 2 or more instances in the layout <==
cell type	count
sky130_fd_sc_hd__nand3_1	5
sky130_fd_sc_hd__buf_4	14
sky130_fd_sc_hd__dlymetal6s2s_1	2
sky130_fd_sc_hd__a21o_1	2
sky130_fd_sc_hd__a21oi_1	2
sky130_fd_sc_hd__inv_2	4
sky130_fd_sc_hd__clkdlybuf4s50_1	24
sky130_fd_sc_hd__a31oi_4	2
sky130_fd_sc_hd__xor2_2	2
sky130_fd_sc_hd__dlygate4sd2_1	6
sky130_fd_sc_hd__clkbuf_2	3
sky130_fd_sc_hd__nor2_1	2
sky130_fd_sc_hd__ha_4	4
sky130_fd_sc_hd__fa_1	12
sky130_fd_sc_hd__ha_1	4
sky130_fd_sc_hd__inv_1	23
sky130_fd_sc_hd__fa_2	4
sky130_fd_sc_hd__nand4_1	2
sky130_fd_sc_hd__xor2_1	2
sky130_fd_sc_hd__buf_6	2
==> power by group <==
part	switching, uW	internal [uW]	leakage [uW]
clock	0	0	0
combinational	192	239	0.000667
sequential	0	0	0
total	192	239	0.000667
==> cell families after synthesis <==
family	synth area share (%)
buffers and inverters	14.6
adder cells (fa/ha/maj)	56.3
AND/OR/NAND/NOR	8.62
XOR/XNOR	5.69
AND-OR/OR-AND	14.8
==> layout make-up <==
cell class / count / share of cell area, %
Inverter: 27 / 6.93
Multi-Input combinational cell: 58 / 55.9
Tap cell: 50 / 4.28
Timing Repair Buffer: 52 / 32.8
==> how the worst max path moves through the flow <==
stage / slack, ps / end / from
CTS: 4 / passed / sect3_grade[6]
global route: -30 / passed / sect1_grade[2]
finish: 110 / passed / sect1_grade[2]
==> critical path, stage by stage <==
cell	delay, ps
sky130_fd_sc_hd__clkdlybuf4s50_1	450
sky130_fd_sc_hd__inv_1	50
sky130_fd_sc_hd__fa_1	560
sky130_fd_sc_hd__fa_1	450
sky130_fd_sc_hd__buf_4	160
sky130_fd_sc_hd__fa_2	330
sky130_fd_sc_hd__nand2b_4	150
sky130_fd_sc_hd__a21oi_4	160
sky130_fd_sc_hd__buf_6	120
sky130_fd_sc_hd__xor2_2	60
sky130_fd_sc_hd__buf_4	130
sky130_fd_sc_hd__a311o_1	330
sky130_fd_sc_hd__clkbuf_2	100
==> through the flow <==
stage               utilization (%)  total power (uW)
floorplan                         -               176
global placement               31.4               297
detailed placement             31.4               299
CTS                            36.0               404
global route                   36.8               474
finish                         36.8               431
==> per-layer routing <==
metal | share of wire [%] | up-vias | global-route usage (%)
li1 | - | 375 | -
met1 | 47 | 352 | 7.72
met2 | 46 | 27 | 9.69
met3 | 6.3 | 0 | 1.08
met4 | 0 | 0 | 0
met5 | 0 | - | 0
==> timing repair <==
item                                    in CTS  in global routing
buffers inserted                             5                  3
endpoints found under the setup margin       3                  2
pin swaps                                   22                 12
resized                                     33                 15
Power is estimated from default activity; no workload was simulated.
