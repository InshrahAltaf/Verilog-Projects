[/design/flow/design.v]
module Register(data_out, data_in, clk, rst);
  output wire [63:0] data_out;
  input wire [63:0] data_in;
  input wire clk;
  input wire rst;
  reg [63:0] temp_out;                  
  always@(posedge clk or negedge rst)   
    begin
      if (~rst)                         
        temp_out <= 64'b0;
      else
        temp_out <= data_in;
    end
  assign data_out = temp_out;
endmodule
[/design/flow/run.sh]
#!/bin/bash
# OpenROAD 26Q1-2900-gdf79404cd8, Yosys 0.63+post, stock flow scripts
make -C /OpenROAD-flow-scripts/flow DESIGN_CONFIG=/design/flow/config.mk WORK_HOME=/design/flow/orfs finish
[/design/flow/config.mk]
export PLATFORM = sky130hd
export DESIGN_NAME = Register
export DESIGN_NICKNAME = Register
export VERILOG_FILES = /design/flow/design.v
export SDC_FILE = /design/flow/constraint.sdc
export NUM_CORES = 4
export LEC_CHECK = 1
export CORE_AREA = 10 10 109 109
export DIE_AREA = 0 0 119 119
[/design/flow/constraint.sdc]
current_design Register

set clk_period 1.0
set clk_io_pct 0.2

create_clock -name clk0 -period $clk_period [get_ports {clk}]

set non_clock_inputs [all_inputs -no_clocks]
set_input_delay [expr $clk_period * $clk_io_pct] -clock clk0 $non_clock_inputs
set_output_delay [expr $clk_period * $clk_io_pct] -clock clk0 [all_outputs]
==> job_summary.md <==
## PnR job results

| Metric | Value |
|---|---|
| Slew @ Worst Pin | 334.3 ps |
| Setup-failing EPs final | 26 |
| Initial antenna violation count | 0 |
| CTS buffer count | 9 |
| Worst setup margin | -48.93 ps |
| Top delay family on crit path | flip-flops |
| Crit path kind | flip-flop to output port |
| Worst Hold Class | input pin to asynchronous set/reset pin |
| Fmax achieved | 953.4 MHz |
| #FFs+latches synth | 64 |
| Register area share after synthesis | 1.000 |
| Max-Cap Viols | 0 |
| Clk buf depth | 2 |
| Top reg by flops | temp_out |
| Cell Area, Placed | 3074 sq um |
| Die width | 119 um |
| Initial DRC Count | 29 |
| Vias post-DR | 1060 |
| Met2 Use GR | 0.1048 |
| Top Registers | temp_out (64) |
| Chip area | approximately 14000 sq um |
| Ports | 130 |
| Ant. Diodes | 0 |
| Final min period | 1049 ps |
| Comb area | 0 sq um |
| CTS root buffer | clkbuf_8 |
| Tcrit/Tclk final | 1.049 |
| # Post-CTS Setup Buffers | 0 |
| # H-tree levels | 3 |
| Synth top area share | 1.000 |
| Mapped cell area | 1602 sq um |
| Hold WS | -133.1 ps |
| Final hold violation count | 64 |
| GRT overflow | 0 |
| Post-Route WL | 5.191 mm |
| Synth-to-Final Area Change | 84.37% |
| 1st-pass router iterations | 3 |
| Yosys top cell by area | dfrtp_1 |
| Core area | slightly below 10000 sq um |
| Worst path cell trace | buf_2 |
| Critical Path RT | around 800 ps |
| Clock tree sinks | 64 |
| Yosys Instances | 64 |
| Synth Warn # | 1 |
| Peak supply drop | roughly 0.54 mV |
| YS chip area | between 1500 and 2000 sq um |
| Gr usage total | 0.07215 |
| Num rows | 36 |
| First-pass GRT wire length | 7.803 mm |
| CP arrival | ~850 ps |
| Unrepaired setup endpoints after global routing | true |
| CP Capture Type | output port |
| Power per cell area | 1823 nW/um^2 |
| Top cells by area | dfrtp_1 |
| Met3 usage | 0.04700 |
| PortBufs | between 100 and 150 |
| Finished Cell Area | 2953 sq um |
| Max Transition Viols Final | 0 |
| Antenna viol nets, final | 0 |
| Yosys cell types | 1 |
| FP Core Util | 0.1661 |
| Die H | 119 um |
| Startpoint types | flip-flop |
| Worst slew margin | 0.7771 |
| Cells after Synth | 64 |
| Max incr delay on CP | 390 ps |
| Violated checks | hold timing, setup timing |
| Drt drc | 0 |
| Drt via density | 3.090 |
| Largest register FFs | approximately 64 |
| Most Crowded Layer GR | met2 |
| Status | complete, but fails checks |
| Clock transition at path regs | 70 ps |
| Mi-comb count | 0 |
| Vias in the first global route | 1244 |
| Place WS | -36.94 ps |
| Layout cells sized above 1 | 0.3810 |
| Drt wl/cell | roughly 15 um |
| TritonCTS clock tree | built |
| Leakage | 1.365 nW |
| Max FO, Critical Path | 1 |
| Tool Warnings | 29 |
| Avg Cell Area, Syn | 25.02 sq um |
| Largest net degree at the start of global routing | 65 |
| Slowest cell on the critical path | dfrtp_1 |
| Met1 Use GR | 0.09056 |
| Filler cells | ~990 |
| Gpl congestion | about 0.74 |
| Buf/Inv on CP | 1 |
[through the flow]
step                      utilization  power, W  std cells  setup TNS (ps)
final                          0.3063  0.005384        343          -284.1
after floorplan                     -  0.002764         64               0
after global routing           0.3063  0.005664        343           -3343
after global placement         0.3189  0.003365        327          -82.00
after CTS                      0.3063  0.005510        343           -2100
after detailed placement       0.3189  0.003367        327          -118.7
[kinds of logic (layout without fill, tap and decap cells)]
group | count (synthesis) | after routing | share of synthesized area
buffers and inverters | 0 | 146 | 0
DFF | 64 | 64 | 1.000
[timing repair]
action / 4_1_cts / 5_1_grt
hold endpoints to repair: 64 / 64
resized: 200 / 0
setup endpoints to repair: 64 / 64
[synth_stat cells]
cell / n
dfrtp_1: 64
[layout make-up]
class                 instances  area, sq um  share of cell area
timing repair buffer        130        985.9              0.3339
tap                         133        166.4             0.05636
clock buffer                 13        158.9             0.05381
sequential                   64         1602              0.5424
clock inverter                3        40.04             0.01356
[path summary, 6_finish.rpt]
check,startpoint,end,slack (ps),depth (start not counted)
worst max-delay path,temp_out[50]$_DFF_PN0_,data_out[50],-50,1
worst min-delay path,rst,temp_out[29]$_DFF_PN0_,-130,2
max in group asynchronous,rst,temp_out[49]$_DFF_PN0_,860,2
min in group clk0,data_in[48],temp_out[48]$_DFF_PN0_,300,1
[power by group]
part	internal, W	switching [W]
registers	0.00272	0.0000275
clock network	0.00128	0.000935
logic	0.000308	0.000114
[cell usage in the layout (no fill, tap or decap)]
cell | synthesis | routed
clkdlybuf4s50_1 | 0 | 64
bufinv_16 | 0 | 1
dfrtp_1 | 64 | 64
clkbuf_8 | 0 | 11
buf_12 | 0 | 1
clkinv_2 | 0 | 2
clkbuf_1 | 0 | 2
buf_2 | 0 | 65
[layer usage]
| metal | up-vias | share of wire |
|---|---|---|
| li1 | 477 | - |
| met1 | 499 | 0.40 |
| met2 | 74 | 0.44 |
| met3 | 10 | 0.14 |
| met4 | 0 | 0.020 |
| met5 | - | 0 |
Power and IR drop assume default switching activity.
