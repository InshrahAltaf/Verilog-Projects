==> flow/design.v <==
 module dual_RAM(clk, write_en, write_addr, write_data, read_en, read_addr, cs, read_data);
  parameter data_width = 32;   
  parameter addr_width = 8;    
  input wire clk, write_en, read_en, cs;         
  input wire [addr_width-1 :0] write_addr, read_addr;
  input wire [data_width-1 :0] write_data;       
  output reg[data_width-1:0] read_data;          
  reg [data_width-1 :0] mem [0:addr_width-1];    
  always@(posedge clk)
    begin
    if (cs)
     begin
     if (write_en)
       mem[write_addr] <= write_data;
     if (read_en)
       read_data <= mem[read_addr];
   end
  end 
endmodule
==> flow/run.sh <==
#!/bin/bash
# OpenROAD 26Q1-2900-gdf79404cd8, Yosys 0.63+post, stock flow scripts
make -C /OpenROAD-flow-scripts/flow DESIGN_CONFIG=/design/flow/config.mk WORK_HOME=/design/flow/orfs finish
==> flow/config.mk <==
export PLATFORM = sky130hd
export DESIGN_NAME = dual_RAM
export DESIGN_NICKNAME = dual_RAM
export VERILOG_FILES = /design/flow/design.v
export SDC_FILE = /design/flow/constraint.sdc
export NUM_CORES = 4
export LEC_CHECK = 1
export CORE_UTILIZATION = 50
==> flow/constraint.sdc <==
current_design dual_RAM

set clk_period 7.2
set clk_io_pct 0.2

create_clock -name clk0 -period $clk_period [get_ports {clk}]

set non_clock_inputs [all_inputs -no_clocks]
set_input_delay [expr $clk_period * $clk_io_pct] -clock clk0 $non_clock_inputs
set_output_delay [expr $clk_period * $clk_io_pct] -clock clk0 [all_outputs]
==> results.toml <==
# synthesis and place-and-route metrics
[min_path]
whs_endpoint = "read_data[25]$_DFFE_PP_"
hp-class = "register to register"
whs_path_depth = 2
min_from = "mem[2][25]$_DFFE_PP_"

[finish]
finish.utilization_pct = 60.60
syn_to_final_growth_pct = 18.37
fillers = 1433
drive_above_1_share_pct = 22.24

[drt]
wl_per_cell_um = 23.00
route.antenna.diode_count = 0
ant_nets = 0
dr.pass1.iters = 4
drt_iter0_drc = 188
wl_mm = 18.63
num_vias = 4538
drc = 0
viasPerCell = 5.602

[yosys]
synthArstFlopShare_pct = 0
largest_area_cell = "edfxtp_1"
synth_cells = 416
yosys_area_sq_um = 10800
ys.flop_type = "edfxtp_1"
ys_seq_elements = 288
synth.area.top_cells = "edfxtp_1 (80%), mux4_1 (9.7%), mux4_2 (5.0%)"
yosys_warnings = 1
common_cells = "edfxtp_1 (288), mux4_1 (40), mux2_2 (32), mux4_2 (24), buf_6 (7)"
yosysMostFrequentCell = "edfxtp_1"
syn_area_per_cell_sq_um = 25.95
yosysUniqueCellTypes = 15
edf_count = 288
syn-cell-area_sq_um = 10800
top_cell_area_share_pct = 80.11
synth_seq_share_pct = 80.11
yosysCellCount = 416

[timing]
clock_skew_ns = 0.006442
slew-limit-headroom_pct = 56.69
hold_slack_ns = 0.7436
min_period_over_period_pct = 46.78
post-route-min-period_ns = 3.368
max_freq_mhz = 296.9
setup_viol = 0
grt_setup_unrepaired = "no"
maxSlewViolCount = 0
setup_tns_ns = 0
hold_viol_final = 0
worstMarginPinSlew_ns = 0.6496

[power_and_ir_drop]
worst_ir_drop_vdd_mv = 0.2033
powerDensity_nw_per_um2 = 270.2
power.switching_mw = 0.6436
seq_power_share_pct = 54.9
p_leak_nw = 4.132
p_int_mw = 2.809
switching_share_pct = 18.64
power_mw = 3.453
clkPwrFrac_pct = 40.6
power_frac_comb_pct = 4.5

[worst_setup_path]
r2r_slack_ns = 5.79
critPathArrivalTime_ns = 3.64
end_kind = "register"
crit_fanout = 29
path_class = "input pin to register"
rr_worst_depth = 2
r2r_end = "read_data[8]$_DFFE_PP_"
rr_startpoint = "mem[3][8]$_DFFE_PP_"
worst_ep_required_time_ns = 7.47
crit_path_start_kind = "input pin"

[grt]
grt_usage_pct = 20.28
grt_pass1_wl_mm = 28.48
grt_max_degree = 49
grt_overflow = 0
grt_pass1_vias = 5082
antenna_found_initial = 0

[floorplanning]
die_h_um = 148.9
num_rows = 53
die_w_um = 148.9
coreArea_sq_um = 21090
io_pins = 84
dieArea_sq_um = 22180
initCoreUtil_pct = 51.19

[clock_network]
cts_resized = 0
clk_pin_slew_ns = 0.06
ctsHoldBuffers = 0
clock_latency_ns = 0.52
cts-root-buf = "clkbuf_16"
cts_buffers = 28
cts_buffer_depth = 3
tritoncts = "built"
cts.sinks = 288
post_cts_buffers = 0
htreeDepth = 1

[run]
cap_violations = 0
stage_log_warnings = 35

[placement]
routabilityCongestion = 0.7132
dp_hpwl_mm = 9.007
io_buffers = 73

[run_status]
status = "finished clean"
flip-flops by register name (all words and copies together) (netlist names):
signal	count
mem	256
read_data	32
cell usage in the layout (no fill, tap or decap), drive strengths merged:
cell type and instances:
mux2 32, clkdlybuf4s50 70, nand2 1, edfxtp 288
nand2b 2, clkinv 13, mux4 64, and2 1
nor2 6, bufinv 3, nand3b 1, clkbuf 35
nor3 2, nand3 1, buf 16
logic make-up after synthesis:
kind of cell           after synthesis  share of synthesized area (%)
buffers and inverters               18                          1.182
flip-flops                         288                          80.11
multiplexers                        96                          18.08
AND/OR/NAND/NOR                     14                         0.6258
stage by stage:
stage / worst slack, ns / cell area [sq um] / cells
after CTS: 3.762 / 12780 / 810
after detailed placement: 3.232 / 11880 / 759
after global routing: 3.666 / 12780 / 810
after global placement: 3.260 / 11880 / 759
after floorplan: 2.881 / 10800 / 416
final: 3.832 / 12780 / 810
worst max-delay path, stage by stage:
cell and delay [ns]:
buf_4 0.30, buf_4 0.52, buf_4 0.46, mux4_1 0.62
mux2_2 0.27
cell type report:
type | count | area (sq um) | share of cell area, %
Clock buffer | 35 | 748.2 | 5.855
Multi-Input combinational cell | 110 | 2076 | 16.24
Timing Repair Buffer | 86 | 815.8 | 6.384
Tap cell | 275 | 344.1 | 2.693
Clock inverter | 16 | 146.4 | 1.146
Sequential cell | 288 | 8648 | 67.68
power groups by stage:
| stage | logic [mW] | registers (mW) | clock network, mW |
|---|---|---|---|
| after global routing | 0.171 | 1.90 | 1.50 |
| after CTS | 0.161 | 1.90 | 1.44 |
| final | 0.157 | 1.90 | 1.40 |
metal layers:
metal | share of wire, % | GRT usage (%) | vias to the layer above
met5 | 0 | 0 | -
met4 | 2.2 | 4.133 | 0
met3 | 10 | 9.860 | 31
met2 | 52 | 31.74 | 216
met1 | 35 | 29.42 | 2270
li1 | - | - | 2021
worst max-delay path by stage:
stage / from / end / slack, ns / cells past startpoint
4_1_cts: read_addr[0] / read_data[20]$_DFFE_PP_ / 3.76 / 5
5_1_grt: read_addr[0] / read_data[16]$_DFFE_PP_ / 3.67 / 5
6_report: read_addr[0] / read_data[20]$_DFFE_PP_ / 3.83 / 5
Power and IR drop assume default switching activity.
